--- design/flow/design.v ---
`timescale 1ns / 1ps
module q3(
 input clk,x,reset,
    output z,
    output reg [2:0] state,next_state
    );
    parameter s0 = 3'd0, s1 = 3'd1 , s2 = 3'd2 , s3 = 3'd3 , s4 = 3'd4;
    always @(posedge clk) begin
    if(reset) 
    state <= s0;
    else
    state <= next_state;
    end
    always @(x,state) begin
    case(state) 
    s0 : next_state = x ? s1 : s0;
    s1 : next_state = x ? s2 : s1;
    s2 : next_state = x ? s3 : s2;
    s3 : next_state = x ? s4 : s3;
    s4 : next_state = x ? s1 : s4;
    endcase
        end 
   assign z = reset ? 0 : (state == s4);   
endmodule
--- design/flow/run.sh ---
#!/bin/bash
# OpenROAD 26Q1-2900-gdf79404cd8, Yosys 0.63+post, stock flow scripts
make -C /OpenROAD-flow-scripts/flow DESIGN_CONFIG=/design/flow/config.mk WORK_HOME=/design/flow/orfs finish
--- design/flow/config.mk ---
export PLATFORM = sky130hd
export DESIGN_NAME = q3
export DESIGN_NICKNAME = q3
export VERILOG_FILES = /design/flow/design.v
export SDC_FILE = /design/flow/constraint.sdc
export NUM_CORES = 4
export LEC_CHECK = 1
export CORE_AREA = 10 10 70 70
export DIE_AREA = 0 0 80 80
--- design/flow/constraint.sdc ---
current_design q3

set clk_period 1.0
set clk_io_pct 0.2

create_clock -name clk0 -period $clk_period [get_ports {clk}]

set non_clock_inputs [all_inputs -no_clocks]
set_input_delay [expr $clk_period * $clk_io_pct] -clock clk0 $non_clock_inputs
set_output_delay [expr $clk_period * $clk_io_pct] -clock clk0 [all_outputs]
==> results_slide.txt <==
Synthesis and Place & Route Summary

Final timing
  • Period Utilization, post-route: 1.36
  • Unrepaired setup endpoints after global routing: yes
  • Post-Route Setup TNS: -0.564 ns
  • Slew margin rel.: 0.858
  • Slew @ Worst Pin: 0.212 ns
  • Endpoints left unconstrained: 6
  • Setup Viol. Count Final: 4
  • Register pins left without a clock: 3
  • Worst Slack Setup Final: -0.358 ns
  • FMAX: 736 MHz
  • Final Hold Vio Count: 0
  • Slew Viols, Final: 0
  • Min Tclk post-route: 1.36 ns

Setup path
  • Delay-heaviest family, CP: simple AND/OR/NAND/NOR gates
  • Worst Setup Start Kind: flop
  • Slowest CP cell: or3b_4
  • Crit path kind: flop to output port
  • Buf/Inv on CP: 1
  • WP data required: 0.80 ns
  • Crit path max fanout: 2
  • Crit-path cells: or3b_4 -> nor2_2 -> buf_2
  • CP endpoint kind: output port
  • WP data arrival: 1.16 ns
  • CP max stage delay: 0.40 ns
  • WP depth: 3

GRT
  • Number of global-route vias before repair: 236
  • Grt ovf: 0
  • GRT Total Usage: 0.0209
  • First-pass GRT wire length: 1070 um
  • Initial antenna violation count: 0
  • Largest net degree at the start of global routing: 6

Die
  • # IOs: 10
  • Pre-Place Util: 0.0582
  • Core Box Area: 3420 sq um
  • Die height: 80 um
  • Die Wd: 80 um
  • Die area: 6400 sq um
  • Row cnt: 21

Route
  • Vias: 241
  • Avg WL per Cell: 8.85 um
  • DRT iter0 DRCs: 7
  • Via density: 2.65
  • Drt first pass iters: 2
  • Number of inserted diodes: 0
  • Number of remaining DRC errors: 0
  • Final wirelength: 805 um
  • Final ANT Viol Nets: 0

Yosys
  • Post-Syn Area: 199 sq um
  • Yosys reg bits: 6
  • Syn avg cell area: 10.5 sq um
  • Mapped Cells: 19
  • YS chip area: 199 sq um
  • Yosys Instances: 19
  • Ys Warns: 1
  • Netlist cell types: 13

Placement
  • GPL Wtd Cong: 0.714
  • PortBufs: 9

Layout
  • Area grow syn2layout: 142%
  • Finished Core Util: 0.141
  • Share of cells above drive strength 1: 0.600

Clock tree
  • Clock buffer depth: 2
  • CTS buffer count: 3
  • Hold Buf Count CTS: 0
  • Root buf cell: clkbuf_4
  • CTS tree: built
  • Worst-path clk slew: 0.04 ns
  • H-tree levels: 1

Pwr
  • Pleak: 0.205 nW
  • Max IR drop VDD: 0.162 mV
  • Pwr per Cell Area: 776 nW/um^2

Hold path
  • Hold Crit Depth: 3
  • Class of the worst hold path: primary input to flop

Status
  • Status: complete, but fails checks
  • Failing checks: setup timing

Job
  • Max Cap Viol: 0
  • OpenROAD warnings: 27
==> synth_stat cells <==
master	number	area, sq um
dfxtp_1	3	60.1
dlxtn_1	3	45.0
nor2b_1	3	18.8
a21bo_2	1	10.0
a21oi_1	1	5.00
nand2_1	1	3.75
nand3b_1	1	7.51
nor2_1	1	3.75
o21a_1	1	7.51
o22ai_2	1	12.5
or2b_1	1	7.51
or3b_1	1	8.76
xnor2_1	1	8.76
==> final timing paths <==
path	start	to
hold / removal	reset	state[1]
setup / recovery	state[0]	z
==> stage by stage <==
stage	total power (W)	area (sq um)	worst slack [ns]	cells	hold slack (ns)
floorplan	0.000133	199	0.0400	19	0.272
global placement	0.000154	384	-0.441	79	0.892
detailed placement	0.000155	384	-0.436	79	0.905
CTS	0.000384	443	-0.333	88	0.657
global route	0.000407	480	-0.410	91	0.703
finish	0.000373	480	-0.358	91	0.686
==> what timing repair did <==
action | 4_1_cts | 5_1_grt
gates resized | 18 | 5
endpoints found under the hold margin | 0 | 0
pin swaps | 2 | 2
buffers inserted | 5 | 4
setup endpoints to repair | 4 | 2
==> cell families (layout without fill, tap and decap cells) <==
| group | count (synthesis) | count (layout) | share of synthesized area |
|---|---|---|---|
| compound gates | 4 | 4 | 0.176 |
| xor+xnor | 1 | 1 | 0.0440 |
| buf+inv | 0 | 26 | 0 |
| flops | 3 | 3 | 0.302 |
| latches | 3 | 3 | 0.226 |
| simple gates | 8 | 8 | 0.252 |
==> layout by cell type (no fill, tap or decap), drive strengths merged <==
cell type	netlist	final
o21a	1	1
clkdlybuf4s50	0	5
o22ai	1	1
nand2	1	1
nor2b	3	3
buf	0	17
or3b	1	1
nor2	1	1
a21oi	1	1
a21bo	1	1
dfxtp	3	3
clkbuf	0	4
xnor2	1	1
nand3b	1	1
dlxtn	3	3
or2b	1	1
==> cell type report <==
type / count / area, sq um
fill: 388 / 2940
timing repair buffer: 22 / 189
sequential: 6 / 109
multi-input combinational: 13 / 98.8
tap: 46 / 57.6
clock buffer: 4 / 26.3
==> power by group <==
part            total, W  switching (W)  internal [W]
Combinational  0.0000354      0.0000135     0.0000219
Clock           0.000213      0.0000638      0.000150
Sequential      0.000124    0.000000833      0.000123
Total           0.000373      0.0000782      0.000295
==> sequential cells by signal, summed over array words and instances (netlist names) <==
| signal | flops |
|---|---|
| next_state | 3 |
| state | 3 |
==> tightest hold or removal path: stages <==
cell and delay [ns]:
clkdlybuf4s50_1 0.51, buf_4 0.14, nor2b_1 0.04
==> layer usage <==
| metal | vias to the layer above | wire length [um] | track usage |
|---|---|---|---|
| li1 | 116 | - | - |
| met1 | 113 | 382 | 0.0260 |
| met3 | 0 | 113 | 0.0193 |
| met2 | 12 | 309 | 0.0233 |
| met4 | 0 | 0 | 0.00880 |
| met5 | - | 0 | 0 |
Power is estimated from default activity; no workload was simulated.
