--- flow/design.v ---
`timescale 1ns / 1ps
module q1(
input x,clk,reset,
output reg z,
output reg [2:0] state,next_state
    );
    parameter s0 = 3'd0, s1 = 3'd1, s2 = 3'd2 , s3 = 3'd3 , s4 = 3'd4 , s5 = 3'd5 , s6 = 3'd6;
    always @(posedge clk) begin
    if(reset)
    state <= s0;
    else 
    state <= next_state;
    end
    always @(state,x) begin
    case(state)
    s0 : begin
    if(x) begin
    next_state = s1;
    z = 0;
    end
    else begin
    next_state = s2;
    z = 0;
    end
    end
    s1 : begin
    if(x) begin
    next_state = s3;
    z = 0;
    end
    else begin
    next_state = s5;
    z = 0;
    end
    end
    s2 : begin
    if(x) begin
    next_state = s6;
    z = 0;
    end
    else begin
    next_state = s4;
    z = 0;
    end
    end
    s3 : begin
    if(x) begin
    next_state = s3;
    z = 1;
    end
    else begin
    next_state = s5;
    z = 1;
    end
    end
    s4 : begin
    if(x) begin
    next_state = s6;
    z = 0;
    end
    else begin
    next_state = s4;
    z = 0;
    end
    end
    s5 : begin
    if(x) begin
    next_state = s6;
    z = 1;
    end
    else begin
    next_state = s4;
    z = 0;
    end
    end
    s6 : begin
    if(x) begin
    next_state = s3;
    z = 1;
    end
    else begin
    next_state = s5;
    z = 0;
    end
    end
    endcase
    end
    endmodule
--- flow/run.sh ---
#!/bin/bash
# OpenROAD 26Q1-2900-gdf79404cd8, Yosys 0.63+post, stock flow scripts
make -C /OpenROAD-flow-scripts/flow DESIGN_CONFIG=/design/flow/config.mk WORK_HOME=/design/flow/orfs finish
--- flow/config.mk ---
export PLATFORM = sky130hd
export DESIGN_NAME = q1
export DESIGN_NICKNAME = q1
export VERILOG_FILES = /design/flow/design.v
export SDC_FILE = /design/flow/constraint.sdc
export NUM_CORES = 4
export LEC_CHECK = 1
export CORE_AREA = 10 10 70 70
export DIE_AREA = 0 0 80 80
--- flow/constraint.sdc ---
current_design q1

set clk_period 1.0
set clk_io_pct 0.2

create_clock -name clk0 -period $clk_period [get_ports {clk}]

set non_clock_inputs [all_inputs -no_clocks]
set_input_delay [expr $clk_period * $clk_io_pct] -clock clk0 $non_clock_inputs
set_output_delay [expr $clk_period * $clk_io_pct] -clock clk0 [all_outputs]
==> impl_metrics.ini <==
; flow metrics
[outcome]
status = finished clean

[power]
powerDensity_nw_per_um2 = 846
ir_drop_v = 0.000165
leakage_uw = 0.000181

[placed_design]
place_congestion = 0.712
dp.cells = 84
io_buffers = 9
dpl.hpwl_um = 498

[setup_path]
end_kind = primary output
crit_required_ns = 0.80
max_stage_delay_ns = 0.31
cp_max_fo = 2
path_cells = dlygate4sd2_1
critPathLaunchType = register
critPathKind = reg -> out
arrival_ns = 0.77
slowest_stage = dfxtp_2
critPathBufInv = 1
cp_top_family = flip-flops

[drt]
viasPerCell = 2.61
drt.antenna.violating_nets = 0
post-route-drc-count = 0
wirelength_um = 631
first_pass_iters = 2
vias = 232
antenna-diode-count = 0
wl_per_cell_um = 7.09
drtIter0Drc = 12

[die]
design.core.area_um2 = 3420
num_rows = 21
die_w_um = 80
io_pins = 10
die_h_um = 80
fp-utilization = 0.0853
die_area_um2 = 6400

[grt]
antenna_found_initial = 0
grt_pass1_vias = 234
track_usage = 0.0197
overflow = 0
grt_pass1_wl_um = 1060
grt_max_degree = 11

[finish]
fillers = 396
final-comb-area_um2 = 134
instances_no_fill = 89
syn_to_final_growth_pct = 58.4
final-seq-area_um2 = 124
drive_gt1_frac = 0.349

[clock_network]
cts_tree = yes
htreeDepth = 1
cts_made_buffers = 3
hold_buffers = 0
clk_pin_slew_worst_paths_ns = 0.04
cts.path.max_buffers = 2
cts-root-buf = clkbuf_4

[final_timing]
finalSetupViolCount = 0
period_minus_slack_ns = 0.969
rsz0062_at_grt = no
whs_ns = 0.587
worstMarginPinSlew_ns = 0.297
slew_headroom = 0.802
hold_viol = 0
finalClockPeriodUsage = 0.969
timing.setup.tns_ns = 0
unclocked_regs = 4
untimed_endpoints = 8
fmax_ghz = 1.03
finalMaxSlewViolations = 0

[yosys]
yosysTopAreaCellShare = 0.206
ys_area_um2 = 292
top_cells_by_area = dlxtn_1 (21%), dfxtp_1 (21%), buf_6 (12%)
ys_cells = 29
yosys_warnings = 1
avgSynthCellArea_um2 = 10.1
yosysTopAreaCell = dlxtn_1
syn_area_um2 = 292
yosysUniqueCellTypes = 18
postSynthCellCount = 29
ys.flops = 7

[worst_hold_path]
whs_endpoint = state[1]$_SDFF_PP0_
hold_depth = 2
holdCritStartpoint = reset
holdCritPathClass = in -> reg

[job]
cap_violations = 0
warnings = 25
## placed cells by master, fill, tap and decap left out, drive strengths merged, types with 2 or more instances in the layout
master	instances
dlygate4sd2	3
nor2b	4
buf	4
clkdlybuf4s50	6
dlxtn	4
clkbuf	4
a21oi	2
o21ai	2
dfxtp	3
## final cells by class
cell class | instances | share of cell area
clock buffers | 4 | 0.0569
inverters | 1 | 0.00813
flip-flops and latches | 7 | 0.268
multi-input cells | 18 | 0.290
repair buffers | 13 | 0.252
well taps | 46 | 0.125
## synthesized netlist by cell type (all sizes together)
library cell	number
inv	1
mux2i	1
dfxtp	3
o21ai	2
nand2	1
nor3	1
a21oi	2
nor2	1
buf	3
nand4	1
and3	1
dlxtn	4
o22ai	1
mux2	1
nor2b	4
o32a	1
xnor2	1
## cells by family (layout without fill, tap and decap cells)
family | count (synthesis) | in the layout | synth area share
XOR/XNOR | 1 | 1 | 0.0300
AND-OR/OR-AND | 6 | 6 | 0.137
buffers and inverters | 4 | 18 | 0.129
multiplexers | 2 | 2 | 0.0858
flip-flops | 3 | 3 | 0.206
AND/OR/NAND/NOR | 9 | 9 | 0.206
latches | 4 | 4 | 0.206
## where the power goes
group / internal, uW / switching, uW
Combinational: 28.5 / 22.1
Clock: 149 / 62.3
Sequential: 127 / 1.35
## sequential cells by signal (all words and copies together) (netlist names)
name / count
z: 1
next_state: 3
state: 3
## metal layers
metal / global-route usage / vias to the layer above / share of wire
li1: - / 127 / -
met1: 0.0247 / 94 / 0.48
met2: 0.0265 / 9 / 0.36
met3: 0.0125 / 2 / 0.14
met4: 0.00704 / 0 / 0.019
met5: 0 / - / 0
## how the worst max path moves through the flow
stage / startpoint / end / slack (ns) / cells after the start
4_1_cts: state[1]$_SDFF_PP0_ / state[1] / 0.01 / 1
5_1_grt: state[2]$_SDFF_PP0_ / state[2] / 0.0002 / 1
6_report: state[1]$_SDFF_PP0_ / state[1] / 0.03 / 1
## per-stage QoR
step                setup WS [ns]  total power (uW)   util  cell area, um2
detailed placement         0.0106               181  0.125             428
floorplan                   0.459               165      -             292
CTS                        0.0127               402  0.135             462
global route             0.000246               414  0.135             462
finish                     0.0307               390  0.135             462
global placement          0.00911               179  0.125             428
## what timing repair did
item | 4_1_cts | 5_1_grt
setup buffers | 1 | 0
resized | 6 | 0
setup endpoints to repair | 3 | 0
Power figures rest on the tool's default switching activity, not on a simulated workload.
