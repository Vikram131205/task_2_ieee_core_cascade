==> /design/flow/design.v <==
`timescale 1ns / 1ps
module q2(
input x, clk, reset,
output reg z,
output reg [2:0] state, next_state
);
parameter s0 = 3'd0, s1 = 3'd1, s2 = 3'd2, s3 = 3'd3, s4 = 3'd4;
 always @(posedge clk) begin
 if(reset) begin
state <= s0;
end
 else begin
state <= next_state;
end
end
    always @(*) begin
    case(state) 
    s0: next_state = x ? s1 : s0;  
    s1: next_state = x ? s3 : s2;  
    s2: next_state = x ? s0 : s4;  
    s3: next_state = x ? s2 : s1;  
    s4: next_state = x ? s4 : s3; 
     default: next_state = s0;
    endcase
    end
    always @(*) begin
    if(reset)
    z = 0;
    else
    z = (state == s0) ? 1 : 0;
    end
endmodule
==> /design/flow/run.sh <==
#!/bin/bash
# OpenROAD 26Q1-2900-gdf79404cd8, Yosys 0.63+post, stock flow scripts
make -C /OpenROAD-flow-scripts/flow DESIGN_CONFIG=/design/flow/config.mk WORK_HOME=/design/flow/orfs finish
==> /design/flow/config.mk <==
export PLATFORM = sky130hd
export DESIGN_NAME = q2
export DESIGN_NICKNAME = q2
export VERILOG_FILES = /design/flow/design.v
export SDC_FILE = /design/flow/constraint.sdc
export NUM_CORES = 4
export LEC_CHECK = 1
export CORE_AREA = 10 10 70 70
export DIE_AREA = 0 0 80 80
==> /design/flow/constraint.sdc <==
current_design q2

set clk_period 1.6
set clk_io_pct 0.2

create_clock -name clk0 -period $clk_period [get_ports {clk}]

set non_clock_inputs [all_inputs -no_clocks]
set_input_delay [expr $clk_period * $clk_io_pct] -clock clk0 $non_clock_inputs
set_output_delay [expr $clk_period * $clk_io_pct] -clock clk0 [all_outputs]
==> results.toml <==
# generated from flow reports
[run_status]
status = "complete, no violations"

[logic_synthesis]
muxShareOfSynthArea_pct = 0
syn-cell-area_um2 = 164
synth_cell_types = 14
yosysWarningCount = 1
synth-compound-area-share_pct = 13.7
ys_seq_share_pct = 36.6
simple_gate_area_share_pct = 47.3
yosys_cells = 18
synth_flops = 3
avgSynthCellArea_um2 = 9.11
ys_sh_adder_pct = 0
synth.logic.top_family = "simple AND/OR/NAND/NOR gates"
ys_chip_area_um2 = 164
ys_sh_xor_pct = 0
syn_inst = 18

[routing]
vias = 228
n_antenna_cell = 0
first_iter_violations = 1
wl_um = 747
route.detailed.drc = 0
routed_via_density = 2.59
postRouteAntennaNets = 0
wire_per_inst_um = 8.49
drt-pass1-iter-count = 3

[floorplan]
core_mm2 = 0.00342
std_cell_rows = 21
fp.dieH_um = 80
chipWidth_um = 80
fp-utilization_pct = 4.80
io_pins = 10
die_area_mm2 = 0.00640

[worst_setup_path]
cp_slowest_cell = "dfxtp_4"
arrival_ps = 1250
start_kind = "flop"
worstSetupStartpoint = "state[1]"
path_cells = "buf_4 -> nor4bb_4 -> a211o_1 -> clkbuf_2"
crit_path_end_kind = "primary output"
r2r-start = "state[1]"
worstPathRequired_ps = 1280
slowest_delay_ps = 350
crit_type = "flop to primary output"
cp_max_fo = 5
reg2reg_slack_ps = 420

[placement]
placed_area_um2 = 349
hpwl_um = 502
dp.cells = 78
routabilityCongestion = 0.684
io_buffers = 9

[final_timing]
totalNegativeSetupSlack_ps = 0
fin_crit_sh_pct = 97.9
drv_slew = 0
period_minus_slack_ps = 1570
skew_ps = 4.02
fmax_ghz = 0.638
rsz0062_at_grt = "yes"
worst_pin_slew_ps = 228
relSlewSlack_pct = 84.8
hold_violations = 0
setup_violations = 0

[grt]
grt_pass1_vias = 238
overflow = 0
grt_max_degree = 8
antenna_found_initial = 0
grtUsageTotal_pct = 2.55
grt_pass1_wl_um = 1240

[cells_and_area]
finalInstanceArea_um2 = 462
area_growth_pct = 182
drive_gt1_share_pct = 59.5
largest_register_ffs = 3
post-route-util_pct = 13.5
stdcell_count = 88
fillers = 398
largest-register = "state"
top_regs = "state: 3 flops"

[clocking]
root_buffer = "clkbuf_4"
htree_num_levels = 1
cts_hold_buf = 0
clk_latency_ps = 240
clk_path_buf_depth = 2
cts_tree = "done"
clkSlewWorstSetupHoldPaths_ps = 40
cts_sinks = 3
numCtsBuffers = 3

[min_path]
hold_class = "input pin to flop"
hp-start = "x"

[power_and_ir_drop]
ir_drop_mv = 0.365
finalPower_w = 0.000284
power_density_mw_per_mm2 = 615
total_leakage_power_nw = 0.214

[flow_run]
warnings = 27
maxCapViolCount = 0
==> logic make-up after synthesis <==
kind of cell,Yosys count
simple gates,11
flops,3
compound gates,3
buf+inv,1
==> report_power, final <==
part / switching, W / internal (W) / leakage (nW)
logic: 0.0000197 / 0.0000421 / 0.172
clock network: 0.0000456 / 0.0000939 / 0.0150
registers: 0.00000627 / 0.0000765 / 0.0267
total: 0.0000716 / 0.000212 / 0.214
==> synth_stat cells <==
cell type | count | share of area [%]
nor4bb_1 | 1 | 6.1
nor2b_1 | 2 | 7.6
a31o_2 | 1 | 5.3
a211o_1 | 1 | 5.3
nor3b_1 | 1 | 4.6
nor3_1 | 1 | 3.1
nor4_1 | 1 | 3.8
inv_1 | 1 | 2.3
nor4b_2 | 1 | 9.2
dfxtp_1 | 3 | 37
nor2_1 | 2 | 4.6
nand2b_1 | 1 | 3.8
a21oi_1 | 1 | 3.1
and2b_1 | 1 | 4.6
==> metrics by stage <==
| stage | hold WS, ps | worst slack (ps) |
|---|---|---|
| global route | 603 | -29.3 |
| detailed placement | 631 | -531 |
| global placement | 605 | -509 |
| finish | 571 | 33.5 |
| CTS | 568 | -5.99 |
| floorplan | 392 | 496 |
==> path summary, 6_finish.rpt <==
path,end,depth (start not counted)
setup reg to reg,state[1],5
hold / removal,state[0],3
setup / recovery,next_state[0],4
hold reg to reg,state[2],2
==> layer usage <==
metal,vias to the layer above,share of wire [%],track usage [%]
met5,-,0,0
met1,98,61,3.78
li1,118,-,-
met4,0,0,0.352
met3,0,11,2.05
met2,12,29,2.65
==> worst max-delay path: cells and delay by family, from the launching register on <==
family          cells  cell delay [ps]
flops               1              350
buf+inv             2              240
compound gates      1              280
simple gates        1              140
==> cells in the final DEF, fill, tap and decap left out, drive strengths merged <==
cell type / count
buf: 12
clkbuf: 6
dfxtp: 3
nor2: 2
nor2b: 2
clkdlybuf4s50: 2
dlygate4sd2: 2
dlymetal6s2s: 2
inv: 1
nand2b: 1
nor4b: 1
a31o: 1
nor4bb: 1
a211o: 1
nor3b: 1
a21oi: 1
nor4: 1
nor3: 1
and2b: 1
==> repair_timing <==
action                     CTS  global route
buffers inserted             4             2
resized                     23             5
hold endpoints to repair     0             0
pin swaps                    4             2
setup endpoints to repair    6             5
==> cell type report <==
class                   instances  area [µm²]  share of cell area, %
inverters                       1        3.75                  0.813
flip-flops and latches          3        71.3                   15.4
well taps                      46        57.6                   12.5
multi-input cells              14         135                   29.3
clock buffers                   4        26.3                   5.69
repair buffers                 20         168                   36.3
Power and IR drop assume default switching activity.
